`flow/config.mk`:
```
export PLATFORM = sky130hd
export DESIGN_NAME = cache_controller
export DESIGN_NICKNAME = cache_controller
export VERILOG_FILES = /design/flow/design.v
export SDC_FILE = /design/flow/constraint.sdc
export NUM_CORES = 4
export LEC_CHECK = 1
export CORE_AREA = 10 10 78 78
export DIE_AREA = 0 0 88 88
export SYNTH_HDL_FRONTEND = slang
```
`flow/design.v`:
```
interface cache_interface(input logic clk,input logic rst);
  logic ld;   
  logic st;   
  logic [31:0] addr;   
  logic [20:0] tag1_loaded;
  logic [20:0] tag2_loaded;
  logic valid1;
  logic valid2;
  logic dirty1;
  logic dirty2;
  logic l2_ack;
  logic hit;
  logic miss;
  logic load_ready;
  logic write_l1;
  logic read_l2;
  logic write_l2;
endinterface : cache_interface
typedef enum bit[1 : 0] {BYTE = 'b00, HALF_WORD = 'b01, WORD = 'b10,DOUBLE_WORD = 'b11} align_e;
class cache_transaction;
  static string name = "cache_transaction";
  static bit display_enable = 0;
  rand bit [31:0] addr;
  rand bit [20:0] tag1_loaded;
  rand bit [20:0] tag2_loaded;
  rand align_e alignment;
  rand bit valid1;
  rand bit valid2;
  rand bit dirty1;
  rand bit dirty2;
  rand bit ld;
  rand bit st;
  rand bit l2_ack;
  constraint c_addr {(alignment == HALF_WORD) -> {addr[0] == 1'b0;}
                     (alignment == WORD) -> {addr[1 : 0] == 2'b00;}
                     (alignment == DOUBLE_WORD) -> {addr[2 : 0] == 3'b00;}
                    } 
  function new(string name = "cache_transaction");
    this.name = name;
    if(display_enable == 1)begin
       $display("INSTANCE_CREATED : Class %s",name);
    end
  endfunction
  virtual function void display_fields();
    $display("%s : [FIELDS_DISPLAY]\n addr %0h\n tag1_loaded %0h\n tag2_loaded %0h\n",name,addr,tag1_loaded,tag2_loaded); 
  endfunction : display_fields
  virtual function void display_name();
    $display("CLASS_NAME : %s",name);
  endfunction : display_name
endclass
module cache_controller(
    input clk, reset,
    input ld, st,                              
    input [31:0] addr,                        
    input [20:0] tag1_loaded, tag2_loaded,    
    input valid1, valid2,                     
    input dirty1, dirty2,                     
    input l2_ack,                             
    output hit, miss,                         
    output reg load_ready,                    
    output reg write_l1,                      
    output reg read_l2,                       
    output reg write_l2                       
);
    parameter Idle = 2'b00;
    parameter CompareTag = 2'b01;
    parameter WriteBuffer = 2'b10;
    parameter Allocate = 2'b11;
    reg [1:0] state;                          
    reg [1:0] next_state;                    
    wire dirty;
    wire hit1, hit2;
    assign hit1 = (tag1_loaded == addr[31:11]) & valid1;
    assign hit2 = (tag2_loaded == addr[31:11]) & valid2;
    assign dirty = (hit1 & dirty1) || (hit2 & dirty2);
    assign valid = (hit1 & valid1) || (hit2 & valid2);
    assign hit = (ld || st) & (hit1 || hit2);
    assign miss = ~hit;
    wire WB_ready;     
    reg count8;        
    always @(posedge clk) begin
        if (reset) state <= Idle;
        else state <= next_state;  
        case (state)
            Idle: begin
                if (ld || st) next_state <= CompareTag;
                else next_state <= Idle;
            end
            CompareTag: begin
                if (hit) next_state <= Idle;
                else if ((ld & dirty) || st) begin
                    next_state <= WriteBuffer;
                    count8 <= 1;
                end
                else begin
                    next_state <= Allocate;
                end
            end
            Allocate: begin
                if (l2_ack) next_state <= CompareTag;
                else next_state <= Allocate;
            end
            WriteBuffer: begin
                if (WB_ready & st) next_state <= Allocate;  
                else next_state <= Idle;  
            end
        endcase
    end
    always @(posedge clk) begin
        if (reset) begin
            next_state <= 2'b00;
            count8 <= 0;
            load_ready <= 0;
            write_l1 <= 0;
            write_l2 <= 0;
            read_l2 <= 0;
        end else if (state != CompareTag) count8 <= 0;
    end
    always @(posedge clk) begin
        if ((state == CompareTag) & hit & ld) load_ready <= 1;
        else load_ready <= 0;
    end
    always @(posedge clk) begin
        if ((state == CompareTag) & hit & st) write_l1 <= 1;
        else write_l1 <= 0;
    end
    always @(posedge clk) begin
        if (state == Allocate) begin
            read_l2 <= 1;
            if (l2_ack) read_l2 <= 0;  
        end else if (state == WriteBuffer) begin
            write_l2 <= 1;
            if (WB_ready) write_l2 <= 0;
        end else begin
            {read_l2, write_l2} <= 2'b0;
        end
    end
endmodule
```
`flow/constraint.sdc`:
```
current_design cache_controller

set clk_period 3.5
set clk_io_pct 0.2

create_clock -name clk0 -period $clk_period [get_ports {clk}]

set non_clock_inputs [all_inputs -no_clocks]
set_input_delay [expr $clk_period * $clk_io_pct] -clock clk0 $non_clock_inputs
set_output_delay [expr $clk_period * $clk_io_pct] -clock clk0 [all_outputs]
```
`flow/run.sh`:
```
#!/bin/bash
# OpenROAD 26Q1-2900-gdf79404cd8, Yosys 0.63+post, stock flow scripts
make -C /OpenROAD-flow-scripts/flow DESIGN_CONFIG=/design/flow/config.mk WORK_HOME=/design/flow/orfs finish
```
==> impl_metrics.sql <==
-- physical implementation figures
INSERT INTO impl_metrics (metric_group, metric, value, unit) VALUES
('pwr', 'internal_power', '0.0881', 'mW'),
('place', 'buffer_ports.inserted', '69', ''),
('worst_hold_path', 'hold_path.class', 'input port to output pin', ''),
('logic_synthesis', 'yosys_area', '509', 'sq um'),
('final_layout', 'n_clock_buffer', '0', ''),
('worst_hold_path', 'worst_hold_path.endpoint', 'hit', ''),
('place', 'placement.cell_area', '0.00125', 'sq mm'),
('drt', 'route.vias.total', '667', ''),
('setup_path', 'critPathCaptureType', 'output pin', ''),
('global_routing', 'grt_start_max_net_pins', '3', ''),
('die', 'ios', '89', ''),
('pwr', 'pwr-share-clk', '0', '%'),
('setup_path', 'worst-path-max-fanout', '2', ''),
('timing', 'postLayoutSetupSlackWorst', '0.244', 'ns'),
('die', 'fp.dieW', '88', 'um'),
('die', 'fp_util', '11.5', '%'),
('timing', 'timing.final.hold_violations', '0', ''),
('pwr', 'irDropWorstVdd', '37.2', 'uV'),
('logic_synthesis', 'yosys.area_share.xor_xnor', '72.2', '%'),
('logic_synthesis', 'synth.yosys.warnings', '11', ''),
('pwr', 'netSwitchingPower', '0.0404', 'mW'),
('logic_synthesis', 'synth.mux.area_fraction', '0', '%'),
('pwr', 'comb_power_share', '100.0', '%'),
('logic_synthesis', 'syn-instance-count', '63', ''),
('place', 'worst_setup_slack_post_dpl', '0.197', 'ns'),
('logic_synthesis', 'yosys.cell_types.count', '9', ''),
('pwr', 'power.switching_fraction', '31.4', '%'),
('drt', 'drtAntennaViolNets', '0', ''),
('pwr', 'cellLeakagePower', '0.465', 'nW'),
('timing', 'timing_max_transition_violations_final', '0', ''),
('place', 'number_of_instances_in_the_placed_design', '183', ''),
('final_layout', 'number_of_non_filler_instances_in_the_completed_layout', '183', ''),
('global_routing', 'grt_pass1_wl', '3790', 'um'),
('logic_synthesis', 'seq_area_frac_synth', '0', '%'),
('final_layout', 'post-route-cell-area', '0.00125', 'sq mm'),
('setup_path', 'critical_path.cell_chain', 'clkdlybuf4s50_1 -> xor2_1 -> nor4_1 -> o2111ai_1 -> o22ai_1 -> clkdlybuf4s50_1', ''),
('timing', 'timing.final.setup_violations', '0', ''),
('final_layout', 'logic_area', '497', 'sq um'),
('drt', 'via_per_inst', '3.64', ''),
('drt', 'drc', '0', ''),
('run', 'cap_violations', '0', ''),
('global_routing', 'grt_pass1_vias', '779', ''),
('global_routing', 'global_route.overflow_total', '0', ''),
('logic_synthesis', 'top_logic_kind', 'XOR/XNOR gates', ''),
('final_layout', 'sequential_cell_total', '0', ''),
('timing', 'fin_crit_sh', '93.0', '%'),
('logic_synthesis', 'ys_cells', '63', ''),
('setup_path', 'cp.arrival', '2.56', 'ns'),
('logic_synthesis', 'synth.top_cell.area_share', '68.8', '%'),
('setup_path', 'critical_path_class', 'input port to output pin', ''),
('setup_path', 'worst_setup_path_start_kind', 'input port', ''),
('logic_synthesis', 'synth.most_common_cell', 'xor2_1', ''),
('final_layout', 'seq_area', '0', 'sq um'),
('logic_synthesis', 'syn-mean-instance-area', '8.08', 'sq um'),
('global_routing', 'initial_antenna_violation_count', '0', ''),
('logic_synthesis', 'netlist_top_cells_count', '40 x xor2_1, 10 x nor4_1, 4 x buf_4', ''),
('pwr', 'pwr_density_cell', '103', 'mW/mm^2'),
('timing', 'unrepaired_setup_endpoints_after_global_routing', 'no', ''),
('logic_synthesis', 'synth-adder-area-share', '0', '%'),
('drt', 'drt-pass1-iter-count', '3', ''),
('die', 'die_y', '88', 'um'),
('logic_synthesis', 'synthesized_cell_area', '509', 'sq um'),
('drt', 'drt_first_iter_violations', '7', ''),
('timing', 'final.setup.tns', '0', 'ns'),
('die', 'row_count', '24', ''),
('worst_hold_path', 'hold_path.startpoint', 'valid1', ''),
('global_routing', 'grt_util_all_layers', '6.10', '%'),
('drt', 'antenna_cells_inserted', '0', ''),
('place', 'dpl.hpwl', '2440', 'um'),
('timing', 'max_freq', '0.307', 'GHz'),
('run_status', 'outcome', 'finished, final reports clean', '');
## final cells by class
class / instances / area share (%)
Timing Repair Buffer: 69 / 55.1
Tap cell: 52 / 5.19
Multi-Input combinational cell: 62 / 39.7
## metrics by stage
stage	hold slack, ns	total power, mW	util (%)
floorplan	1.56	0.0378	-
global placement	2.45	0.129	28.2
detailed placement	2.46	0.130	28.2
CTS	2.46	0.131	28.2
global route	2.54	0.141	28.4
finish	2.45	0.129	28.4
## power groups by stage
stage / Clock (mW) / Sequential (mW) / Combinational (mW)
5_1_grt: 0 / 0 / 0.141
6_report: 0 / 0 / 0.129
4_1_cts: 0 / 0 / 0.131
## worst max-delay path by stage
stage | slack [ns] | cells past startpoint | start | end
6_report | 0.24 | 6 | addr[27] | hit
5_1_grt | 0.06 | 6 | addr[20] | hit
4_1_cts | 0.20 | 6 | addr[28] | hit
## cells by family after synthesis
family / count (synthesis)
compound gates: 4
buf+inv: 4
other cells: 1
xor+xnor: 42
simple gates: 12
## cells in the final DEF (no fill, tap or decap)
master / n
clkdlybuf4s50_1: 69
conb_1: 4
nand4_1: 2
nor4_1: 9
nor4_2: 1
o2111ai_1: 2
o22a_1: 1
o22ai_1: 1
xnor2_1: 2
xor2_1: 40
## per-layer routing
metal  share of wire, %  up-vias  GRT usage (%)  routed length, um
li1                   -      353              -                  -
met1                 40      278           7.29                998
met2                 49       36           10.7               1230
met3                 12        0           2.34                295
met4                  0        0              0                  0
met5                  0        -              0                  0
No activity file was given, so power comes from the tool's default toggle rates.
